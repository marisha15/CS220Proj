[./run.sh]
#!/bin/bash
# OpenROAD 26Q1-2900-gdf79404cd8, Yosys 0.63+post, stock flow scripts
make -C /OpenROAD-flow-scripts/flow DESIGN_CONFIG=/design/flow/config.mk WORK_HOME=/design/flow/orfs finish
[./config.mk]
export PLATFORM = sky130hd
export DESIGN_NAME = multi
export DESIGN_NICKNAME = multi
export VERILOG_FILES = /design/flow/design.v
export SDC_FILE = /design/flow/constraint.sdc
export NUM_CORES = 4
export LEC_CHECK = 1
export CORE_UTILIZATION = 50
[./constraint.sdc]
current_design multi

set clk_period 26.7
set clk_io_pct 0.2

create_clock -name clk0 -period $clk_period

set non_clock_inputs [all_inputs -no_clocks]
set_input_delay [expr $clk_period * $clk_io_pct] -clock clk0 $non_clock_inputs
set_output_delay [expr $clk_period * $clk_io_pct] -clock clk0 [all_outputs]
[./design.v]
module multi (a,b,out,overflow);
input [31:0] a,b;
output reg overflow;
output  [31:0] out;
reg [7:0] expo;
wire signa,signb;
wire [7:0] expoa,expob;
wire [22:0] fraca,fracb;
assign {signa,expoa,fraca} = a;
assign {signb,expob,fracb} = b;
reg sign;
reg [22:0] frac;
wire [23:0] signia = {1'b1,fraca};
wire [23:0] signib = {1'b1,fracb};
reg [47:0] mul;
always @(*) begin
   sign = signa^signb;
   expo = expoa + expob - 8'd254;
   mul = signia* signib;
   if(mul[47])begin
    expo = expo + 1;
    frac = mul[46:24];
   end
   else begin
    frac = mul[45:23];
   end
   if(expo >= 8'd128)overflow = 1'b1;
   else overflow = 1'b0;
    expo = expo + 7'd127;
end
assign out = {sign,expo,frac};
endmodule
==> results.py <==
# Generated from Yosys and OpenROAD reports
metrics = {
    "final_timing": {
        "setup_viol": 0,
        "fmax_mhz": 50.3,
        "grt_setup_unrepaired": "false",
        "hold_viol": 0,
        "relSlewSlack": 0.488,
        "period_minus_slack_ps": 19870,
        "layout_setup_ws_ps": 6830,
        "worst_slew_pin_slew_ps": 768,
        "setup_tns_ps": 0,
        "period_used_share": 0.744,
        "finalMaxSlewViolations": 0,
    },
    "grt": {
        "antenna_found_initial": 1,
        "grt_pass1_wl_microns": 83400,
        "grt_remaining_overflow": 0,
        "grt_pass1_vias": 15400,
        "grt_use_total": 0.306,
        "grt_max_degree": 38,
    },
    "run": {
        "warnings": 33,
        "max_cap_viol_count": 0,
    },
    "critical_path": {
        "cp_top_family": "adder cells",
        "critPathMaxStageDelay_ps": 630,
        "cp_slowest_cell": "fa_1",
        "crit_buf_inv": 11,
        "critPathMaxFanout": 16,
        "path_class": "in2out",
        "critPathLaunchType": "input pin",
        "cp.arrival_ps": 14530,
        "critPathCapture": "out[29]",
        "path_depth": 32,
        "required_ps": 21360,
        "cp-end-kind": "output pin",
        "startpoint": "b[8]",
    },
    "die": {
        "io_pins": 97,
        "fp-row-count": 71,
        "die_height_microns": 198,
        "dieArea_sq_mm": 0.0391,
        "initCoreUtil": 0.509,
        "core-area_sq_mm": 0.0377,
        "die_w_microns": 198,
    },
    "synth": {
        "ys_seq_frac": 0,
        "synth.avg_cell_area_sq_um": 8.75,
        "top_area_cell": "fa_1",
        "yosysChipArea_sq_mm": 0.0192,
        "synth.distinct_cells": 60,
        "ys_cells": 2189,
        "top_area_frac": 0.504,
        "synthTopCellsByArea": "fa_1 50%, ha_1 12%, inv_1 11%, and2_1 7.1%, nand2_1 6.1%",
        "synth_area_sq_mm": 0.0192,
        "yosys_warnings": 1,
        "syn_inst": 2189,
    },
    "status": {
        "outcome": "complete, no violations",
    },
    "route": {
        "wirelength_microns": 49900,
        "vias": 14000,
        "drt_iter0_markers": 400,
        "num_antenna_cells": 0,
        "postRouteAntennaNets": 0,
        "drc": 0,
        "routed_via_density": 5.09,
        "post_drt_wl_per_cell_microns": 18.2,
        "dr.pass1.iters": 5,
    },
    "cells_and_area": {
        "regArea_sq_um": 0,
        "areaGrowthSynthToFinish_pct": 8.14,
        "ff_count": 0,
        "n_clock_buffer": 0,
        "drive_gt1_frac": 0.0314,
    },
    "clocking": {
        "cts_setup_buffers": 0,
        "ctsResizeCount": 0,
        "postCtsHoldBufs": 0,
    },
    "place": {
        "pre_cts_ws_ps": 6870,
        "port_buffers": 97,
        "gp_congestion": 1.00,
        "dp_hpwl_microns": 39600,
    },
    "min_path": {
        "hp-class": "in2out",
        "hold_start": "b[31]",
    },
}
metrics by stage:
stage / utilization / hold slack (ps) / cell area, sq um / instances
after floorplan: - / 10830 / 19200 / 2189
after global placement: 0.550 / 11600 / 20700 / 2741
after detailed placement: 0.550 / 11610 / 20700 / 2741
after CTS: 0.550 / 11610 / 20700 / 2741
after global routing: 0.550 / 11660 / 20700 / 2741
final: 0.550 / 11610 / 20700 / 2741
layout make-up:
cell class	count	area (sq um)
fill	3497	16900
multi-input combinational	1513	16600
inverter	574	2150
timing repair buffer	143	1320
tap	511	639
cells by family (layout without fill, tap and decap cells):
group / Yosys count / count (layout) / share of synthesized area
buffers and inverters: 676 / 717 / 0.133
adder cells (fa/ha/maj): 666 / 666 / 0.624
AND/OR/NAND/NOR: 647 / 647 / 0.164
AND-OR/OR-AND: 137 / 137 / 0.0486
XOR/XNOR: 45 / 45 / 0.0210
multiplexers: 18 / 18 / 0.0101
worst min-delay path by stage:
stage / end / cells past startpoint
after CTS: out[31] / 3
final: out[31] / 3
after global routing: out[31] / 3
synthesized netlist by cell type, types with 8 or more instances:
master / count
o211ai_1: 9
nand2b_1: 8
fa_1: 482
o21bai_1: 8
clkbuf_1: 92
nand3_1: 9
a21oi_1: 44
mux2_2: 11
nand2_1: 310
ha_1: 184
nand4_1: 11
o21ai_0: 26
nor2_1: 55
xor2_1: 13
a21o_1: 12
nor3_1: 10
xnor2_1: 31
inv_1: 572
and2_1: 216
routing by layer:
layer / part of all wire / vias up / track usage
li1: - / 6460 / -
met1: 0.41 / 6851 / 0.451
met2: 0.43 / 598 / 0.421
met3: 0.15 / 43 / 0.181
met4: 0.014 / 6 / 0.0310
met5: 0.0045 / - / 0.0460
cells in the final DEF (no fill, tap or decap), types with 4 or more instances in the layout:
cell type / synthesis / routed
a221oi_1: 4 / 4
a21o_1: 12 / 12
mux2i_1: 7 / 7
a21oi_1: 44 / 44
a31oi_1: 4 / 4
and2_1: 216 / 216
ha_1: 184 / 184
o211ai_1: 9 / 9
nand2_1: 310 / 310
buf_4: 2 / 46
and3_1: 6 / 6
nor3_1: 10 / 10
nor2_1: 55 / 55
o21ai_0: 26 / 26
nand2b_1: 8 / 8
or3_1: 5 / 5
nand3_1: 9 / 9
o21bai_1: 8 / 8
fa_1: 482 / 482
inv_1: 572 / 572
xor2_1: 13 / 13
o21a_1: 5 / 5
xnor2_1: 31 / 31
clkdlybuf4s50_1: 0 / 97
nand4_1: 11 / 11
mux2_2: 11 / 11
