===== design.v =====
module adder(a, b, out);
    input [31:0] a, b;
    output reg [31:0] out;
    wire [7:0] expa, expb;
    wire [23:0] fraca, fracb;
    wire signa, signb;
    assign signa = a[31];
    assign signb = b[31];
    assign fraca = {1'b1, a[22: 0]};
    assign fracb = {1'b1, b[22:0]};
    integer i;
    assign expa = a[30: 23];
    assign expb = b[30: 23];
    reg [23:0] shifted_a, shifted_b;
    reg [24:0] sum, new_sum;
    reg [7:0] exponent, new_exponent;
    always @(*) begin
        shifted_a = 0;
        shifted_b = 0;
        if(expb <= expa) begin
           shifted_a <= fraca;
           shifted_b <= (fracb >> (expa - expb));
        end
        else begin
            shifted_b <= fracb;
            shifted_a <= (fraca >> (expb - expa));
        end
    end
    always @(*) begin
        if(expa <= expb) begin
            exponent <= expb;
        end else begin
            exponent <= expa;
        end
    end
    wire is_same_sign;
    always @(*) begin
        if(signa ^ signb) begin
            if(shifted_a >= shifted_b) begin
                out[31] <= signa;
                sum <= shifted_a - shifted_b;
            end else begin
                out[31] <= signb;
                sum <= shifted_b - shifted_a;
            end
        end else begin
            out[31] <= signa;
            sum <= shifted_a + shifted_b;
        end
     end
    integer j;
    always @(*) begin
        new_sum = 0;
        new_exponent = exponent;
        for(i = 0; i <= 24; i = i + 1) begin
            if(sum[i]) begin
                for(j = i; j >= 0; j = j - 1) begin
                    new_sum[24 - i + j] <= sum[j];
                end
                new_exponent <= exponent - (24 - i) + 1;
            end
        end
    end
    always @(*) begin
        out[22:0] <= new_sum[23:1];
        out[30:23] <= new_exponent;
    end
endmodule

===== config.mk =====
export PLATFORM = sky130hd
export DESIGN_NAME = adder
export DESIGN_NICKNAME = adder
export VERILOG_FILES = /design/flow/design.v
export SDC_FILE = /design/flow/constraint.sdc
export NUM_CORES = 4
export LEC_CHECK = 1
export CORE_UTILIZATION = 30

===== run.sh =====
#!/bin/bash
# OpenROAD 26Q1-2900-gdf79404cd8, Yosys 0.63+post, stock flow scripts
make -C /OpenROAD-flow-scripts/flow DESIGN_CONFIG=/design/flow/config.mk WORK_HOME=/design/flow/orfs finish

===== constraint.sdc =====
current_design adder

set clk_period 33.9
set clk_io_pct 0.2

create_clock -name clk0 -period $clk_period

set non_clock_inputs [all_inputs -no_clocks]
set_input_delay [expr $clk_period * $clk_io_pct] -clock clk0 $non_clock_inputs
set_output_delay [expr $clk_period * $clk_io_pct] -clock clk0 [all_outputs]

==> out/results.tsv <==
metric	value	unit
run status	completed	
Critical Path Start Type	input pin	
Crit path buffers/inverters	8	
setup bufs post-CTS	0	
Unique cell types	103	
Post-DRT Antenna Nets	0	
post-synth top area share	9.64	%
Flop Count	0	
CLK BUF	0	
# Max-Cap Violations	0	
antenna violations before repair	0	
Critical Path Fanout Max	41	
Die Size	46700	um2
drt pass-1 iters	7	
Max-slew headroom	28.2	%
vias in the first global route	16500	
register area	0	um2
largest net degree at the start of global routing	54	
crit path time final	24770	ps
slowest CP cell	ha_1	
Port Buffer Count	96	
wire per inst	24.4	um
CP endpoint kind	output port	
wire length on met3	9180	um
total negative slack	0	ps
CP endpoint	out[30]	
Top cells excl fill/tap	274 x nand2_1, 228 x a21oi_1, 190 x nor2_1	
routability congestion estimate	1.09	
Area Overhead vs Synth	11.1	%
WL final	68200	um
Leak	6.05	nW
starting DRC count in detailed routing	2440	
Hold Fails Final Rpt	0	
Post-Route M1 WL	28000	um
FP Util	30.4	%
tool warning count	101	
WP data arrival	17990	ps
Yosys chip area	13800	um2
ANT cells	0	
chip width	216	um
post_cts resized	0	
crit path from	a[26]	
fraction of layout cells with a size suffix above 1	7.18	%
Hold Buf Count CTS	0	
count of final setup violators	0	
VDD IR-drop max	0.0430	mV
Worst Path Required	27120	ps
Pwr Total	0.00102	W
Worst path depth	35	
Setup Crit Path Kind	input pin to output port	
DP Area	15300	um2
PD cells	66.7	nW/um2
overall routing resource usage	28.7	%
met2 wire length	28200	um
max frequency	0.0404	GHz
vias	18100	
# rows	78	
final instance area	15300	um2
first-pass GRT wire length	103000	um
Post-Syn Area	13800	um2
gate count of the mapped netlist	2222	
pre-CTS setup slack	9700	ps
HP Class	input pin to output port	
HPWL after detailed placement	49800	um
GRT overflow	0	
Avg Inst Size Synth	6.19	um2
Synth Seq Share	0	%
# DRC	0	
top post-synthesis cells by area	ha_1 9.6%, a21oi_1 8.3%, nand2_1 7.5%	
DR top layer	met4	
most numerous logic cell after layout	nand2_1	
Core Area	45300	um2
Synth area leader	ha_1	
actual slew at the worst max-slew pin	1060	ps
Yosys warnings	1	
final count of pins violating max slew	0	
Worst Setup Slack, final	9130	ps
fin crit share	73.1	%
Vias/cell	6.50	
CP max stage delay	700	ps
ys cells	2222	
Ports	96	
Worst path most repeated cell	buf_4	
Die Y	216	um
RSZ-0062 raised after global routing	false	
CP top delay family	AND-OR/OR-AND gates	
## routing by layer
| layer | up-vias | track usage [%] |
|---|---|---|
| met5 | - | 0 |
| met4 | 0 | 9.11 |
| met1 | 8346 | 39.4 |
| met3 | 247 | 10.0 |
| li1 | 8203 | - |
| met2 | 1313 | 42.0 |
## worst min-delay path, delay by kind of cell
family                 cells  cell delay [ps]
buffers and inverters      2              980
and+or+nand+nor            2              190
## logic make-up after synthesis
logic type | share of synthesized area, %
muxes | 6.82
and+or+nand+nor | 25.4
buffers and inverters | 9.71
AOI/OAI and AO/OA | 44.1
adders and majority gates | 10.4
xor gates and xnor gates | 3.62
## synth_stat cells, types with 13 or more instances
| cell type | count |
|---|---|
| nor2b_1 | 20 |
| a211oi_1 | 41 |
| o22ai_1 | 23 |
| o2111ai_1 | 18 |
| a21oi_1 | 228 |
| o21a_1 | 30 |
| nand4_1 | 15 |
| mux2i_1 | 77 |
| nor3_1 | 64 |
| a311oi_1 | 14 |
| buf_1 | 18 |
| nor2_1 | 190 |
| nand2b_1 | 16 |
| nand2_1 | 274 |
| buf_2 | 50 |
| clkbuf_1 | 127 |
| o221ai_1 | 25 |
| o211ai_1 | 48 |
| a21o_1 | 35 |
| o21ai_1 | 16 |
| a31oi_1 | 31 |
| or3_1 | 18 |
| o21bai_1 | 21 |
| a221oi_1 | 33 |
| o31ai_1 | 24 |
| and3_1 | 19 |
| xnor2_1 | 46 |
| nand3_1 | 63 |
| ha_1 | 106 |
| or2_2 | 13 |
| inv_1 | 117 |
| o21ai_0 | 145 |
| and2_1 | 14 |
## through the flow
| stage | util (%) | hold WS (ps) | cells |
|---|---|---|---|
| 2_1_floorplan | - | 13610 | 2222 |
| 3_3_place_gp | 33.7 | 14750 | 2788 |
| 5_1_grt | 33.7 | 14810 | 2788 |
| 3_5_place_dp | 33.7 | 14740 | 2788 |
| 6_report | 33.7 | 14730 | 2788 |
| 4_1_cts | 33.7 | 14740 | 2788 |
## power breakdown
| group | switching [W] | leakage [nW] | total (W) | internal, W |
|---|---|---|---|---|
| Clock | 0 | 0 | 0 | 0 |
| Sequential | 0 | 0 | 0 | 0 |
| Combinational | 0.000683 | 6.05 | 0.00102 | 0.000335 |
| Total | 0.000683 | 6.05 | 0.00102 | 0.000335 |
## worst min-delay path by stage
stage | from | endpoint | slack (ps) | cells after the start
finish | a[31] | out[31] | 14730 | 4
global route | b[31] | out[31] | 14810 | 4
CTS | a[31] | out[31] | 14740 | 4
## cell type report
type | instances | area (um2)
fill | 4879 | 30000
multi-input combinational | 1897 | 12600
timing repair buffer | 171 | 1520
tap | 600 | 751
inverter | 120 | 450
Power and IR drop assume default switching activity.
