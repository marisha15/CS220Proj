File: design/flow/run.sh
#!/bin/bash
# OpenROAD 26Q1-2900-gdf79404cd8, Yosys 0.63+post, stock flow scripts
make -C /OpenROAD-flow-scripts/flow DESIGN_CONFIG=/design/flow/config.mk WORK_HOME=/design/flow/orfs finish
File: design/flow/config.mk
export PLATFORM = sky130hd
export DESIGN_NAME = decoder
export DESIGN_NICKNAME = decoder
export VERILOG_FILES = /design/flow/design.v
export SDC_FILE = /design/flow/constraint.sdc
export NUM_CORES = 4
export LEC_CHECK = 1
export CORE_AREA = 10 10 70 70
export DIE_AREA = 0 0 80 80
File: design/flow/design.v
module decoder(in,out);
input [3:0] in;
output reg [15:0]  out;
always @(*)begin
    out = 16'b0;
    out[in] = 1;
end
endmodule
File: design/flow/constraint.sdc
current_design decoder

set clk_period 1.0
set clk_io_pct 0.2

create_clock -name clk0 -period $clk_period

set non_clock_inputs [all_inputs -no_clocks]
set_input_delay [expr $clk_period * $clk_io_pct] -clock clk0 $non_clock_inputs
set_output_delay [expr $clk_period * $clk_io_pct] -clock clk0 [all_outputs]
==> flow_summary_export.csv <==
group,metric,value,unit
power_and_ir_drop,fin_total_pwr,0.318,mW
layout,seq_area,0,sq um
clocking,ctsHoldBuffers,0,
synthesis,synth_cell_type_count,25,
final_timing,min_period,1.48,ns
job,openroad.warnings,38,
floorplanning,die_w,80,microns
final_timing,timing.final.ws_setup,-0.477,ns
worst_setup_path,path_buffers,4,
worst_setup_path,slowest_stage,"or3_4",
synthesis,synthCells,43,
worst_setup_path,crit_top_cell,"buf_6",
worst_setup_path,cp_max_fo,6,
floorplanning,io_pins,20,
final_timing,finalHoldViolCount,0,
placement,dp_slack,-1.23,ns
power_and_ir_drop,clock_power_share,0,
floorplanning,core-area,3420,sq um
final_timing,max_slew_margin,0.778,
final_timing,period_used_share,1.48,
worst_setup_path,cp_slowest_stage_delay,0.40,ns
synthesis,synth_seq_share,0,
outcome,violations,"setup timing",
detailed_routing,drt-wirelength-per-cell,11.9,microns
floorplanning,chip_area,6400,sq um
layout,clockBufferCount,0,
global_route,antenna_found_initial,0,
floorplanning,rows,21,
synthesis,ys_cells,43,
synthesis,avgSynthCellArea,7.68,sq um
synthesis,synth_chip_area,330,sq um
layout,comb_area,422,sq um
layout,areaGrowthSynthToFinish,165,%
power_and_ir_drop,ir_drop,0.000161,V
worst_setup_path,start_kind,"input port",
detailed_routing,first_pass_iters,4,
detailed_routing,drc,0,
layout,n_fill_cell,363,
power_and_ir_drop,pwr-share-comb,1.000,
min_path,hold_path.class,"input port to output pin",
worst_setup_path,crit_path_end_kind,"output pin",
layout,seq_cell_count,0,
global_route,first_global_vias,478,
global_route,grt_max_degree,11,
floorplanning,fp_util,0.0967,
detailed_routing,vias,505,
global_route,grt_pass1_wl,2.50,mm
power_and_ir_drop,p_leak,0.390,nW
placement,place_inst,116,
detailed_routing,diodes,0,
power_and_ir_drop,p_per_area,363,nW/um^2
placement,gp_congestion,0.767,
worst_setup_path,crit_chain,"buf_8 -> buf_6 -> or3_4 -> buf_6 -> a31oi_4 -> nor2b_1 -> buf_2",
layout,final_cell_count_no_fill,135,
detailed_routing,drtIter0Drc,7,
global_route,track_usage,0.0457,
synthesis,post_synth_instance_area,330,sq um
global_route,grt-ovfl-total,0,
power_and_ir_drop,pwr-share-seq,0,
detailed_routing,viasPerCell,3.74,
final_timing,fmax,0.677,GHz
floorplanning,die.size.y,80,microns
job,drv_cap,0,
worst_setup_path,cp.arrival,1.28,ns
detailed_routing,routed_wl,1.61,mm
final_timing,rsz0062_at_grt,"true",
outcome,status,"complete, but fails checks",
placement,place_area,659,sq um
synthesis,synth_warnings,1,
worst_setup_path,critPathRequiredTime,0.80,ns
worst_setup_path,worstSetupPathType,"input port to output pin",
final_timing,setup-violations-final,16,
power_and_ir_drop,swShare,0.430,
layout,most-common-layout-cells,"buf_2, buf_4, buf_6, nor2b_1, a21boi_1",
final_timing,tightest_slew,0.332,ns
detailed_routing,ant_nets,0,
power_and_ir_drop,power_switching,0.137,mW
placement,io_buffer_count,20,
final_timing,hold_slack,0.851,ns
power_and_ir_drop,p_int,0.181,mW
layout,final_area,876,sq um
final_timing,drv_slew,0,
layout,drive_gt1_frac,0.787,
worst_setup_path,crit_family,"simple AND/OR/NAND/NOR gates",
[worst min-delay path: cells and delay by family]
family	cells	cell delay (ns)
adder cells (fa/ha/maj)	1	0.15
buffers and inverters	3	0.26
AND/OR/NAND/NOR	1	0.04
[worst paths after layout]
kind | from | to | depth (start not counted)
worst max-delay path | in[1] | out[7] | 7
worst min-delay path | in[0] | out[4] | 5
[layer usage]
layer | GRT usage | part of all wire | vias up
met2 | 0.0738 | 0.46 | 13
met5 | 0 | 0 | -
met4 | 0 | 0 | 0
li1 | - | - | 255
met3 | 0.00455 | 0.047 | 0
met1 | 0.0672 | 0.49 | 237
[cell families (layout without fill, tap and decap cells)]
family / after synthesis / count (layout) / share of synthesized area
AND-OR/OR-AND: 15 / 15 / 0.364
adder cells (fa/ha/maj): 4 / 4 / 0.152
XOR/XNOR: 1 / 1 / 0.0265
buffers and inverters: 4 / 50 / 0.0720
AND/OR/NAND/NOR: 19 / 19 / 0.386
[power by group through the flow]
stage	registers, mW	logic (mW)	clock network [mW]
finish	0	0.318	0
global route	0	0.340	0
CTS	0	0.282	0
[cell usage after synthesis, drive strengths merged]
| library cell | number | area share |
|---|---|---|
| or3 | 1 | 0.034 |
| nand3b | 1 | 0.023 |
| nor2b | 6 | 0.11 |
| and2b | 1 | 0.023 |
| ha | 4 | 0.15 |
| nor3 | 4 | 0.061 |
| xor2 | 1 | 0.027 |
| nand3 | 1 | 0.015 |
| o21a | 1 | 0.023 |
| inv | 2 | 0.023 |
| and3b | 1 | 0.027 |
| a21oi | 1 | 0.015 |
| nor3b | 2 | 0.061 |
| and3 | 1 | 0.019 |
| o21ai | 3 | 0.045 |
| o31ai | 1 | 0.023 |
| nor2 | 1 | 0.011 |
| buf | 2 | 0.049 |
| a31oi | 3 | 0.12 |
| a21boi | 6 | 0.14 |
[repair_timing]
item	4_1_cts	5_1_grt
gates cloned	0	0
setup endpoints to repair	16	16
pin swaps	22	7
resized	99	9
buffers inserted	16	3
[cell type report]
class / count / area share
Inverter: 2 / 0.0143
Multi-Input combinational cell: 39 / 0.481
Tap cell: 46 / 0.0657
Timing Repair Buffer: 48 / 0.439
[metrics by stage]
stage           util  setup TNS, ns
2_1_floorplan      -          -1.44
3_3_place_gp   0.193         -18.17
3_5_place_dp   0.193         -18.44
4_1_cts        0.237          -6.43
5_1_grt        0.256          -7.28
6_report       0.256          -6.56
No activity file was given, so power comes from the tool's default toggle rates.
